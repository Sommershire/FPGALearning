### /design/flow/run.sh
#!/bin/bash
# OpenROAD 26Q1-2900-gdf79404cd8, Yosys 0.63+post, stock flow scripts
make -C /OpenROAD-flow-scripts/flow DESIGN_CONFIG=/design/flow/config.mk WORK_HOME=/design/flow/orfs finish
### /design/flow/config.mk
export PLATFORM = sky130hd
export DESIGN_NAME = water_led
export DESIGN_NICKNAME = water_led
export VERILOG_FILES = /design/flow/design.v
export SDC_FILE = /design/flow/constraint.sdc
export NUM_CORES = 4
export LEC_CHECK = 1
export CORE_AREA = 10 10 98 98
export DIE_AREA = 0 0 108 108
### /design/flow/constraint.sdc
current_design water_led

set clk_period 4.2
set clk_io_pct 0.2

create_clock -name clk0 -period $clk_period [get_ports {sys_clk}]

set non_clock_inputs [all_inputs -no_clocks]
set_input_delay [expr $clk_period * $clk_io_pct] -clock clk0 $non_clock_inputs
set_output_delay [expr $clk_period * $clk_io_pct] -clock clk0 [all_outputs]
### /design/flow/design.v
module water_led
#(
parameter CNT_MAX = 25'd24_999_999
)
(
input wire sys_clk,
input wire sys_rst_n,
output wire [3:0] led_out
);
reg [24:0] cnt;
reg cnt_flag;
reg [3:0] led_out_reg;
always@(posedge sys_clk or negedge sys_rst_n)
if(sys_rst_n == 1'b0)
cnt <= 25'b0;
else if(cnt == CNT_MAX)
cnt <= 25'b0;
else
cnt <= cnt + 1'b1;
always@(posedge sys_clk or negedge sys_rst_n)
if(sys_rst_n == 1'b0)
cnt_flag <= 1'b0;
else if(cnt == CNT_MAX - 1)
cnt_flag <= 1'b1;
else
cnt_flag <= 1'b0;
always@(posedge sys_clk or negedge sys_rst_n)
if(sys_rst_n == 1'b0)
led_out_reg <= 4'b0001;
else if(led_out_reg == 4'b1000 && cnt_flag == 1'b1)
led_out_reg <= 4'b0001;
else if(cnt_flag == 1'b1)
led_out_reg <= led_out_reg << 1'b1;
assign led_out = ~led_out_reg;
endmodule
==> results_slide.txt <==
Physical Implementation Snapshot

Placed design
  • Port Buf Inserts: 5
  • Detail Placement HPWL: between 1.5 and 2 mm
  • DP Area: ~1600 µm²
  • Routability cong.: ~0.80

Logic synthesis
  • Ys flop type: dfrtp_1
  • Async set or reset register ratio after synthesis: ~100%
  • Synthesized area: around 1400 µm²
  • Syn Area/Cell: between 10 and 15 µm²
  • # Cells Yosys: roughly 140
  • Unique cell types: 30
  • YS chip area: around 1400 µm²
  • Yosys synthesis warning count: 1
  • Seq share, synth: between 50% and 60%
  • Post-Synthesis Cells: 142
  • Flops & latches, synth: 30
  • Post-synth EDFFs: 0

Job
  • Max Cap Viol: 0
  • Log Warnings: 26

Final timing
  • Fin Clk Skew: ~0.0068 ns
  • Post-layout min period: 2.11 ns
  • Final Cycle Share: between 50% and 60%
  • Final Hold Fails: 0
  • Setup TNS: 0 ns
  • Slew Viols, Final: 0
  • Fmax: 473 MHz
  • Rel. slew slack: 64.9%
  • Setup violators final: 0
  • RSZ-0062 raised after global routing: no
  • Worst slew pin tran: between 0.5 and 0.6 ns

Critical path
  • Crit path largest cell delay: ~0.54 ns
  • Slowest CP cell: dfstp_2
  • Worst endpoint required time: roughly 3.4 ns
  • Reg-to-reg critical path startpoint: cnt[0]
  • Crit-path max FO: 3
  • Crit. End Element: primary output
  • WS Path Type: reg -> out
  • Critical Path AT: around 1.3 ns
  • CP delay by family, top: flip-flops
  • Worst setup startpoint: led_out_reg[0]
  • Buf+Inv Stages, Crit Path: 2
  • Worst setup SP type: flip-flop
  • Critical Path, Cell by Cell: inv_1 -> clkdlybuf4s50_1

Global route
  • Global Route met2 Usage: 7.33%
  • Grt met3 use: 1.51%
  • GRT met1 Usage: under 10%
  • Largest net degree at the start of global routing: 31
  • Total GRT Usage: under 10%
  • First-pass GRT wire length: approximately 4.7 mm
  • Vias in the first global route: 991
  • Most Crowded Layer GR: met2
  • Antenna violations before repair: 0
  • Grt total ovfl: 0

Power
  • Cell Int Power: 422 µW
  • Clock Power Share: between 40 and 50%
  • Sw frac: a little over a fifth
  • Power Dens Cells: around 320 nW/µm²
  • Seq pwr share: approximately 54%
  • Net switching power: about 110 µW
  • Comb power frac: about 1.3%
  • Maximum VDD drop: 0.000111 V
  • Static leakage: roughly 0.0007 µW

Clocking
  • Clk latency of the worst-skew pair: about 0.28 ns
  • Longest Clk Path Bufs: 2
  • Setup Buffers After CTS: 0
  • CTS Hold Bufs: 0
  • Clk slew on worst S/H paths: about 0.060 ns
  • H-tree depth: 2
  • CTS root buf: clkbuf_8
  • Post-CTS Resized: 0
  • CTS tree: built
  • Number of clock buffers inserted by TritonCTS: 5
  • TritonCTS Sinks: 30

Drt
  • Vias per cell: approximately 4.1
  • Detailed Routing Iterations Pass 1: 4
  • Via count: between 1k and 1.5k
  • First DRT Iteration DRCs: between 70 and 80
  • Antenna viol nets, final: 0
  • Mean routed wirelength per cell: roughly 11 µm
  • # DRC: 0
  • Antenna Cells: 0
  • Total wire length: 2.72 mm

Floorplanning
  • Chip height: 108 µm
  • Floorplan Utilization: about a fifth
  • Std cell rows: 32
  • Die area: approximately 12000 µm²
  • Core ar.: between 7000 and 8000 µm²
  • Io pins: 6
  • Die Width: about 110 µm

Worst hold path
  • Worst hold path type: reg -> reg
  • Min-delay src: led_out_reg[2]

Finish
  • Share of layout cells above drive strength 1: about a tenth
  • Max reg flops: 25
  • Layout area overhead: 18.2%
  • Final instance area: approximately 1700 µm²
  • Core Util, Final: 22.2%

Run status
  • Outcome: finished, final reports clean
per-stage QoR:
step | setup slack, ns | hold WS [ns] | total power [µW] | instances
3_3_place_gp | 2.36 | 0.458 | 302 | 247
5_1_grt | 2.03 | 0.498 | 551 | 255
2_1_floorplan | 2.43 | 0.448 | 294 | 142
6_report | 2.09 | 0.479 | 534 | 255
4_1_cts | 2.07 | 0.481 | 539 | 255
3_5_place_dp | 2.32 | 0.467 | 302 | 247
routing by layer:
| metal | up-vias | share of wire [%] |
|---|---|---|
| li1 | 526 | - |
| met1 | 508 | 49 |
| met2 | 18 | 45 |
| met3 | 4 | 4.6 |
| met4 | 0 | 2.2 |
| met5 | - | 0 |
path summary, 6_finish.rpt:
check	slack, ns	cells after the start	to
min	0.48	2	led_out_reg[3]
min reg2reg	0.48	2	led_out_reg[3]
max reg2reg	2.30	5	cnt[24]
max in group asynchronous	2.94	2	led_out_reg[0]
min in group asynchronous	0.95	2	cnt[17]
max	2.09	2	led_out[0]
final cells by class:
cell class / count / area [µm²]
inverter: 6 / 22.5
sequential: 30 / 752
tap: 102 / 128
timing repair buffer: 7 / 65.1
clock buffer: 7 / 86.3
multi-input combinational: 102 / 637
clock inverter: 1 / 5.00
fill: 800 / 5950
Yosys cell counts (all sizes together), types with 3 or more instances:
cell,number,share of area (%)
o21ai,11,3.8
a21oi,9,3.1
or4,5,2.9
xnor2,7,4.3
clkbuf,3,0.79
dfrtp,29,51
nand2,11,3.1
nor2,9,2.4
nand3,11,3.8
or3,6,2.6
o31ai,4,2.1
nand4,4,1.7
and4,5,3.1
and3,4,1.8
xor2,6,3.7
inv,6,1.6
layout by cell type, fill, tap and decap left out, types with 2 or more instances in the layout:
cell / instances
dfrtp_1: 29
nand3_1: 11
o21ai_0: 11
nand2_1: 10
a21oi_1: 9
nor2_1: 9
xnor2_1: 7
xor2_1: 6
or3_1: 6
inv_1: 6
clkbuf_8: 6
clkdlybuf4s50_1: 5
and4_1: 4
nand4_1: 4
o31ai_1: 4
or4_1: 4
and3_1: 3
nor3_1: 2
ha_1: 2
buf_4: 2
cell families after synthesis:
family	Yosys count	synth area share [%]
xor+xnor	13	7.94
flops	30	52.4
fa+ha+maj	2	1.74
buf+inv	10	3.14
simple gates	63	25.7
compound gates	24	9.07
power by group through the flow:
stage / clock network, µW / registers (µW) / logic (µW)
CTS: 242 / 289 / 7.56
finish: 238 / 289 / 6.83
global route: 254 / 289 / 8.17
worst min-delay path: cells and delay by family (launching register included):
| family | cells | cell delay [ns] |
|---|---|---|
| compound gates | 1 | 0.06 |
| simple gates | 1 | 0.05 |
| flops | 1 | 0.34 |
Power figures rest on the tool's default switching activity, not on a simulated workload.
